**flow/config.mk**
```make
export PLATFORM = sky130hd
export DESIGN_NAME = Port_D
export DESIGN_NICKNAME = Port_D
export VERILOG_FILES = /design/flow/design.v
export SDC_FILE = /design/flow/constraint.sdc
export NUM_CORES = 4
export LEC_CHECK = 1
export CORE_UTILIZATION = 30
```
**flow/constraint.sdc**
```tcl
current_design Port_D

set clk_period 6.4
set clk_io_pct 0.2

create_clock -name clk0 -period $clk_period [get_ports {cp2}]

set non_clock_inputs [all_inputs -no_clocks]
set_input_delay [expr $clk_period * $clk_io_pct] -clock clk0 $non_clock_inputs
set_output_delay [expr $clk_period * $clk_io_pct] -clock clk0 [all_outputs]
```
**flow/design.v**
```verilog
`timescale 1 ns / 1 ns
module IO_Port (ireset,
				cp2,
				IO_Addr,
				dbus_in,
				dbus_out,
				iore,
				iowe,
				out_en,
				portx,
				ddrx,
				pinx);
	parameter [5:0] PINx_Address  = 6'h03;
	parameter [5:0] DDRx_Address  = 6'h04;				
	parameter [5:0] PORTx_Address = 6'h05;
	parameter       port_width    = 8;	
	input            ireset ;
	input            cp2 ;			
	input [5:0]      IO_Addr ;
	input            iore ;
	input            iowe ;		
	output reg       out_en;
	input [7:0]      dbus_in ;
	output reg [7:0] dbus_out ;						
	output [port_width-1:0]   portx;
	output [port_width-1:0]   ddrx;
	input [port_width-1:0]    pinx;
	wire[7:0] portx_reg;
	wire[7:0] ddrx_reg; 
	wire[7:0] pinx_reg;
	wire we_portx;
	wire we_ddrx;
	wire we_pinx;
	localparam LP_PORT_IMPL_MASK = (port_width == 1) ? 8'b00000001 : 
									(port_width == 2) ? 8'b00000011 :
									(port_width == 3) ? 8'b00000111 :
									(port_width == 4) ? 8'b00001111 :
									(port_width == 5) ? 8'b00011111 :
									(port_width == 6) ? 8'b00111111 :
									(port_width == 7) ? 8'b01111111 :
									(port_width == 8) ? 8'b11111111 : 8'b00000000;			  
	assign we_portx = iowe && (IO_Addr == PORTx_Address);
	assign we_ddrx  = iowe && (IO_Addr == DDRx_Address); 	
	assign we_pinx	= iowe && (IO_Addr == PINx_Address);		
	rg_md #(
		.p_width     (port_width),   
		.p_init_val  (8'b00000000),
		.p_impl_mask (LP_PORT_IMPL_MASK)
	)
	rg_md_portx_inst(
		.clk   (cp2),
		.nrst  (ireset),
		.wdata (dbus_in),  				     
		.wbe   (we_portx),
		.tog   (we_pinx),
		.rdata (portx_reg)										     
	);				
	rg_md #(
		.p_width     (port_width),   
		.p_init_val  (8'b00000000),
		.p_impl_mask (LP_PORT_IMPL_MASK)
	)
	rg_md_ddrx_inst(
		.clk   (cp2),
		.nrst  (ireset),
		.wdata (dbus_in),  				     
		.wbe   (we_ddrx),
		.tog   (1'b0),
		.rdata (ddrx_reg)										     
	);					
	assign ddrx[port_width-1:0]  =  ddrx_reg[port_width-1:0];
	assign portx[port_width-1:0] =  portx_reg[port_width-1:0];				
	synchronizer #(
		.p_width     (port_width)
	)
	synchronizer_pinx_inst(
		.clk   (cp2),
		.d_in  (pinx),
		.d_sync(pinx_reg[port_width-1:0])
	);							
	always @(*)
	begin: OutMuxComb
			case (IO_Addr)
				PORTx_Address :
					begin
						dbus_out <= portx_reg;
						out_en <= iore;
					end
				DDRx_Address :
					begin
						dbus_out <= ddrx_reg;
						out_en <= iore;
					end	
				PINx_Address :
					begin
						dbus_out <= pinx_reg;
						out_en <= iore;
					end	
				default :
					begin
						dbus_out <= {8{1'b0}};
						out_en <= 1'b0;
					end
			endcase
    end
endmodule
`timescale 1 ns / 1 ns
module rg_md (clk,
				nrst,
				wdata,
				wbe,
				rdata,
				tog);
	parameter              	p_width     = 8;  
    parameter[7:0] 			p_init_val  = {8{1'b0}};
	parameter[7:0] 			p_impl_mask = {8{1'b1}};
	input      		       		clk;
	input	            		nrst;
	input wire[7:0]    			wdata;					   
	input 					 	wbe;
	input                       tog;
	output wire[7:0]   	        rdata;					
	reg [7:0] 			rg_current;					  
	reg [7:0] 			rg_next;			
	integer i;			
	always@(posedge clk or negedge nrst)
	begin : main_alw_seq
		if(!nrst) begin
			rg_current <= p_init_val;
		end else begin
			rg_current <= rg_next;
		end  
	end	 
	always@(*) 
		for (i=0;i<8;i=i+1) begin
			if(p_impl_mask[i] == 1'b1) begin 
				rg_next[i] = rg_current[i];				 
				if((wbe==1'b1) || (tog==1'b1 && wdata[i]==1'b1)) begin
					if(tog==1'b1 && wdata[i]==1'b1)begin
						rg_next[i] = ~rg_next[i]; 		 
					end else begin
						rg_next[i] = wdata[i]; 			 
					end
				end
			end 
		end
	assign rdata = rg_current;
endmodule
`timescale 1 ns / 1 ns
module synchronizer (clk,
					d_sync,
					d_in);
	parameter   p_width   = 8;
	input 					clk;
	input [p_width-1:0]  d_in;
	output [p_width-1:0] d_sync;
	reg [p_width-1:0]	d_latch; 
	reg [p_width-1:0]	d_sync_int;
	always @( clk or d_in)
	begin:latch
		if(clk)begin
			d_latch <= d_in;
		end
	end
	always @(posedge clk)
	begin:flip_flop
		d_sync_int <= d_latch;
	end
	assign d_sync = d_sync_int;
endmodule
`timescale 1 ns / 1 ns
module Port_D 
	(
	input wire            	cp2,
	input wire            	ireset,
	input [5:0]      		IO_Addr ,
	input            		iore ,
	input            		iowe ,		
	output           		out_en ,
	input [7:0]      		dbus_in ,
	output wire [7:0] 		dbus_out ,
	input [7:0]    			pinD_i,
	output wire [7:0] 		DID_o,
	output 					DDR_XCK0,
	output [7:0] 			pu_D,
	output [7:0] 			dd_D,
	output [7:0]   			pv_D,
	output [7:0]        	die_D,
	input                 	PUD	,
	input 					SLEEP,
	input 					RXEN0,
	input 					TXEN0,
	input                   OC0A_EN,
	input           		OC0B_EN,
	input 					OC2B_EN,
	input 					OC3B_EN,
	input 					OC4B_EN,
	input 					OC4A_EN,
	input 					OC3A_EN,
	input                   XCK0_OUT,
	input                   OC0A,
	input           		OC0B,
	input 					OC2B,
	input 					OC3B,
	input 					OC4B,
	input 					OC4A,
	input 					OC3A,
	input                 	UMSEL,
	input					TXD0,
	input [7:0]             PCINT,  
	input                   INT1_EN,
	input                   INT0_EN,
	input					PCIE2,
	input [1:0]				AINxD	 
	);
	wire[7:0] portD;
	wire[7:0] ddrD; 
	wire[7:0] PUOED ;
	wire[7:0] PUOVD	;
	wire[7:0] DDOED	;
	wire[7:0] DDOVD	;
	wire[7:0] PVOED	;
	wire[7:0] PVOVD	;
	wire[7:0] DIEOED;
	wire[7:0] DIEOVD;
	wire[7:0] DID;
	wire[7:0] AIOD;		 
	assign PUOED[7] = 1'b0;
    assign PUOED[6]	= 1'b0;
	assign PUOED[5] = 1'b0;
	assign PUOED[4] = 1'b0;
	assign PUOED[3] = 1'b0;
	assign PUOED[2] = 1'b0;
	assign PUOED[1] = TXEN0;
	assign PUOED[0] = RXEN0;
	assign PUOVD[7] = 1'b0;
	assign PUOVD[6] = 1'b0;
	assign PUOVD[5] = 1'b0;
	assign PUOVD[4] = 1'b0;
	assign PUOVD[3] = 1'b0;
	assign PUOVD[2] = 1'b0;
	assign PUOVD[1] = 1'b0;
	assign PUOVD[0] = portD[0]&&(!PUD); 
	assign DDOED[7] = 1'b0;
	assign DDOED[6] = 1'b0;
	assign DDOED[5] = 1'b0;
	assign DDOED[4] = 1'b0;				
	assign DDOED[3] = 1'b0;
	assign DDOED[2] = 1'b0;
	assign DDOED[1] = TXEN0;
	assign DDOED[0] = RXEN0;
	assign DDOVD = 8'b00000010;
	assign PVOED[7] = 1'b0;
	assign PVOED[6] = OC0A_EN;
	assign PVOED[5] = OC0B_EN;
	assign PVOED[4] = UMSEL ;
	assign PVOED[3] = OC2B_EN ;
	assign PVOED[2] = OC3B_EN||OC4B_EN;
	assign PVOED[1] = OC4A_EN||TXEN0;
	assign PVOED[0] = OC3A_EN;
	assign PVOVD[7] = 1'b0;
	assign PVOVD[6] = OC0A;
	assign PVOVD[5] = OC0B;
	assign PVOVD[4] = XCK0_OUT;
	assign PVOVD[3] = OC2B;
	assign PVOVD[2] = portD[2] ? (OC3B||OC4B) : (OC3B&&OC4B);
	assign PVOVD[1] = OC4A||TXD0;
	assign PVOVD[0] = OC3A;
	assign DIEOED[7]= (PCINT[7]&&PCIE2)||AINxD[1] ;	 
	assign DIEOED[6]= (PCINT[6]&&PCIE2)||AINxD[0] ;	 
	assign DIEOED[5]= (PCINT[5]&&PCIE2) ;
	assign DIEOED[4]= (PCINT[4]&&PCIE2) ;
	assign DIEOED[3]= INT1_EN||(PCINT[3]&&PCIE2) ;
	assign DIEOED[2]= INT0_EN||(PCINT[2]&&PCIE2) ;
	assign DIEOED[1]= (PCINT[1]&&PCIE2) ;
	assign DIEOED[0]= (PCINT[0]&&PCIE2) ;
	assign DIEOVD[7]= (PCINT[7]&&PCIE2) ;	 
	assign DIEOVD[6]= (PCINT[6]&&PCIE2) ;	 
	assign DIEOVD[5]= 1'b1 ;
	assign DIEOVD[4]= 1'b1 ;
	assign DIEOVD[3]= 1'b1 ;
	assign DIEOVD[2]= 1'b1 ;
	assign DIEOVD[1]= 1'b1 ;
	assign DIEOVD[0]= 1'b1 ;
	assign DID  = pinD_i ;
	assign DID_o= DID;
	assign DDR_XCK0 = ddrD[4] ;
	IO_Port #(
		.port_width    (8),
		.PINx_Address  (6'h09),
		.DDRx_Address  (6'h0a),
		.PORTx_Address (6'h0b)
	) 
	IO_Port_D_inst(
		.cp2   		(cp2),
		.ireset  	(ireset),
		.IO_Addr 	(IO_Addr),
		.iore 		(iore),
		.iowe 		(iowe),		
		.out_en		(out_en),
		.dbus_in    (dbus_in),
		.dbus_out 	(dbus_out),
		.portx		(portD),
		.ddrx       (ddrD),
		.pinx       (pinD_i)
	);
	wire [7:0] pu_D_int ;
	assign pu_D_int[7] = (PUOED[7]) ? (PUOVD[7]) : (portD[7]&&(!ddrD[7])&&(!PUD)) ;
	assign pu_D_int[6] = (PUOED[6]) ? (PUOVD[6]) : (portD[6]&&(!ddrD[6])&&(!PUD)) ;
	assign pu_D_int[5] = (PUOED[5]) ? (PUOVD[5]) : (portD[5]&&(!ddrD[5])&&(!PUD)) ;
	assign pu_D_int[4] = (PUOED[4]) ? (PUOVD[4]) : (portD[4]&&(!ddrD[4])&&(!PUD)) ;
	assign pu_D_int[3] = (PUOED[3]) ? (PUOVD[3]) : (portD[3]&&(!ddrD[3])&&(!PUD)) ;
	assign pu_D_int[2] = (PUOED[2]) ? (PUOVD[2]) : (portD[2]&&(!ddrD[2])&&(!PUD)) ;
	assign pu_D_int[1] = (PUOED[1]) ? (PUOVD[1]) : (portD[1]&&(!ddrD[1])&&(!PUD)) ;
	assign pu_D_int[0] = (PUOED[0]) ? (PUOVD[0]) : (portD[0]&&(!ddrD[0])&&(!PUD)) ;
	assign pu_D = ~pu_D_int;		 
	assign dd_D[7] = (DDOED[7]) ? (DDOVD[7]) : ddrD[7] ;
	assign dd_D[6] = (DDOED[6]) ? (DDOVD[6]) : ddrD[6] ;
	assign dd_D[5] = (DDOED[5]) ? (DDOVD[5]) : ddrD[5] ;
	assign dd_D[4] = (DDOED[4]) ? (DDOVD[4]) : ddrD[4] ;
	assign dd_D[3] = (DDOED[3]) ? (DDOVD[3]) : ddrD[3] ;
	assign dd_D[2] = (DDOED[2]) ? (DDOVD[2]) : ddrD[2] ;
	assign dd_D[1] = (DDOED[1]) ? (DDOVD[1]) : ddrD[1] ;
	assign dd_D[0] = (DDOED[0]) ? (DDOVD[0]) : ddrD[0] ;
	assign pv_D[7] = (dd_D[7] == 0) ? 1'bz :
						(PVOED[7]) ? (PVOVD[7]) : portD[7] ;
	assign pv_D[6] = (dd_D[6] == 0) ? 1'bz :
						(PVOED[6]) ? (PVOVD[6]) : portD[6] ;
	assign pv_D[5] = (dd_D[5] == 0) ? 1'bz :
						(PVOED[5]) ? (PVOVD[5]) : portD[5] ;
	assign pv_D[4] = (dd_D[4] == 0) ? 1'bz :
						(PVOED[4]) ? (PVOVD[4]) : portD[4] ;
	assign pv_D[3] = (dd_D[3] == 0) ? 1'bz :
						(PVOED[3]) ? (PVOVD[3]) : portD[3] ;
	assign pv_D[2] = (dd_D[2] == 0) ? 1'bz :
						(PVOED[2]) ? (PVOVD[2]) : portD[2] ;
	assign pv_D[1] = (dd_D[1] == 0) ? 1'bz :
						(PVOED[1]) ? (PVOVD[1]) : portD[1] ;
	assign pv_D[0] = (dd_D[0] == 0) ? 1'bz :
						(PVOED[0]) ? (PVOVD[0]) : portD[0] ;
	assign die_D[7] = (DIEOED[7]) ? (!DIEOVD[7]) : SLEEP ;
	assign die_D[6] = (DIEOED[6]) ? (!DIEOVD[6]) : SLEEP ;
	assign die_D[5] = (DIEOED[5]) ? (!DIEOVD[5]) : SLEEP ;
	assign die_D[4] = (DIEOED[4]) ? (!DIEOVD[4]) : SLEEP ;
	assign die_D[3] = (DIEOED[3]) ? (!DIEOVD[3]) : SLEEP ;
	assign die_D[2] = (DIEOED[2]) ? (!DIEOVD[2]) : SLEEP ;
	assign die_D[1] = (DIEOED[1]) ? (!DIEOVD[1]) : SLEEP ;
	assign die_D[0] = (DIEOED[0]) ? (!DIEOVD[0]) : SLEEP ;
endmodule 
```
**flow/run.sh**
```bash
#!/bin/bash
# OpenROAD 26Q1-2900-gdf79404cd8, Yosys 0.63+post, stock flow scripts
make -C /OpenROAD-flow-scripts/flow DESIGN_CONFIG=/design/flow/config.mk WORK_HOME=/design/flow/orfs finish
```
==> summary.txt <==
Flow results.

- The clock tree synthesis step divided the H-tree into 2 levels.
- The die extent in y is 75.4 um.
- The area fraction of the largest cell type after synthesis is 24.8%.
- The endpoint type of the worst setup path is a latch.
- In this run switching power makes up 23.7% of total power.
- The floorplan row count is 26.
- The net switching component of the power is 134 uW.
- The instance count after placement with tap cells included is 320.
- The sort of element at the start of the critical path is a primary input.
- The insertion delay of the later-clocked pin in the worst-skew pair is 0.28 ns.
- According to the floorplan report, the die width is between 70 and 80 um.
- The chip area in the Yosys report is 1620 um2.
- The minimum setup slack in the final design is 0 ns.
- The overall power is 564 uW.
- Using the TritonRoute via totals, the vias-per-cell ratio works out to 4.65.
- The relative slew slack is between 40% and 50%.
- The routed layout has 1525 vias.
- The cell sequence reported for the critical path is clkdlybuf4s50_1.
- The worst hold path begins at IO_Port_D_inst.synchronizer_pinx_inst.d_latch[4]$_DLATCH_P_.
- For the worst reg-to-reg path, the startpoint reported by OpenROAD is IO_Port_D_inst.synchronizer_pinx_inst.d_latch[7]$_DLATCH_P_.
- The count of final setup violators is 0.
- The worst-path cell with the longest stage delay is sky130_fd_sc_hd__clkdlybuf4s50_1.
- 0 antenna diodes ended up in the layout.
- The global placement routability congestion is 0.743.
- The detail-routed net length per standard cell is 14.0 um.
- Across the routed clock network, the largest skew measured is 0.000269 ns.
- The global-route wire length before repair is 7200 um.
- The clock tree from TritonCTS is done.
- The part of the total power dissipated in the clock network is 33.1%.
- The number of antenna violations at the first check in global routing is 0.
- The flow ran to the end, and the final reports show no timing, DRC or antenna violations.
- The detailed router finished its first iteration with between 60 and 70 violations.
- The number of sinks handled by clock tree synthesis is 32.
- The count of antenna-violating nets left after detailed routing is 0.
- Yosys attributes the largest share of cell area to sky130_fd_sc_hd__dfrtp_1 (25%), sky130_fd_sc_hd__mux2_2 (15%), sky130_fd_sc_hd__dfxtp_1 (9.9%), sky130_fd_sc_hd__dlxtp_1 (7.4%), sky130_fd_sc_hd__buf_4 (7.0%).
- The setup TNS is 0 ns.
- Per the run report, area growth between synthesis and finish was 71.3%.
- The proportion of power drawn by combinational gates is 26.8%.
- Counting distinct cell types in the post-synthesis netlist gives 25.
- The synthesized flop and latch total is 32.
- Setup repair after global routing left no endpoint under its margin.
- The cell area power density is 204 nW/um2.
- For this design the static power due to leakage is 1.11 nW.
- In the final report, the number of hold violations comes to 0.
- The initial utilization of the core area, before any placement, comes to 31.4%.
- Pin placement for this block handled roughly 110 I/O pins.
- According to the floorplan report, the placeable core area is 5140 um2.
- Per the post-synthesis stats, the area per cell is 9.97 um2.
- The maximum number of buffers from clock root to sink is 2.
- The worst-margin pin slew is approximately 0.77 ns.
- The final layout report lists a filler cell count of ~500.
- The area of the mapped netlist is 1620 um2.
- The sequential share of power is 40.1%.
- The highest fanout seen on the critical path is 2.
- In this design, the largest share of critical-path delay is due to buffers and inverters.
- The clock-pin slew of the registers on the worst-case setup and hold paths is 0.06 ns.
- The number of buffer and inverter stages on the critical path is 1.
- Hold repair after CTS inserted 0 buffers.
- Clock tree synthesis selected as its root buffer the cell sky130_fd_sc_hd__clkbuf_8.
- The warning tally printed by Yosys for this design is 11.
- Cell internal power was estimated by the tool at 430 uW.
- The most critical hold endpoint after final layout shows a slack of 0.309 ns.
- For this run, the slowest stage of the critical path takes roughly 0.47 ns.
- Summed over all instances, the cell type with the most area after synthesis is sky130_fd_sc_hd__dfrtp_1.
- Looking at the reg2reg group, the worst path ends at IO_Port_D_inst.synchronizer_pinx_inst.d_sync_int[7]$_DFF_P_.
- Yosys stat counts 162 cells in the synthesized netlist.
- Per the detail_route report, DRC violations left total 0.
- The number of cells traversed by the worst register-to-register path is 1.
- In the synthesized netlist, the number of instances is 162.
- The capture endpoint of the worst hold path is IO_Port_D_inst.synchronizer_pinx_inst.d_sync_int[4]$_DFF_P_.
- The number of maximum-capacitance constraint violations is 0.
- In the post-route report, total wirelength is listed as 4610 um.
- At the placement stage, the worst setup path has a slack of 0 ns.
- The number of global-route vias before repair came to around 1500.
- The ratio of cells with drive above 1 in the final layout is 16.3%.
- The worst setup path is of the in -> latch kind.
- The count of input and output buffers is about 110.
- The data required time reported for the critical path is 1.75 ns.
- The setup check on the worst reg-to-reg path leaves a slack of between 4 and 5 ns.
- The post-CTS setup-driven buffer insertion count is 0.
- The final standard cell utilization of the core is 53.8%.
- The sum of overflow across all layers after global routing is 0.
- The die footprint is 5680 um2.
- The number of search-and-repair iterations in the first detailed-routing pass is 4.
- After routing the design area is 2770 um2.
- Per the TritonCTS log, the buffer count is 5.
- On the critical path the data arrives at 1.75 ns.
- For this run the detailed placement stage logged an HPWL of 3300 um.
- The number of max-slew violations in the final report is 0.
- The count of cells in the finished layout, fillers not included, comes to 328.
- The maximum number of pins on one net before global-route repair is 19.
- The type of the most critical hold path is latch -> reg.
- The number of gates resized after cts is 0.
- In this run the tools logged warnings totalling 25.
- Per the power-grid run, VDD falls by no more than about 120 uV.
- Detailed placement reports a standard cell area of 2660 um2.
- Overall routing resource usage recorded by global route was 17.3%.
- The number of cells on the worst hold path is listed as 0.
power by group through the flow:
| stage | logic (mW) | registers [mW] | clock network (mW) |
|---|---|---|---|
| 5_1_grt | 0.167 | 0.231 | 0.203 |
| 4_1_cts | 0.153 | 0.227 | 0.192 |
| 6_report | 0.151 | 0.226 | 0.187 |
routing by layer:
metal | part of all wire [%] | global-route usage (%)
met1 | 45 | 25.1
met2 | 47 | 28.0
met3 | 6.7 | 3.35
met4 | 1.3 | 3.29
met5 | 0 | 0
kinds of logic (layout without fill, tap and decap cells):
logic type	count (synthesis)	after routing	share of synthesized area [%]
and+or+nand+nor	40	40	15.1
muxes	29	29	19.6
buffers and inverters	24	120	9.37
DFF	24	24	34.7
latches	8	8	7.44
AOI/OAI and AO/OA	37	37	13.8
synthesized netlist by cell type, drive strengths merged:
cell type  count
a211oi         2
a21oi         14
a22oi          8
a31oi          8
and2           2
buf           19
clkbuf         4
dfrtp         16
dfxtp          8
dlxtp          8
inv            1
mux2          21
mux2i          8
nand2         10
nand3          1
nor2          14
nor2b          2
nor4b          1
o21a           1
o21ai          4
or2            1
or3b           8
or4b           1
state kept, by name, summed over array words and instances (netlist names):
signal and flops:
IO_Port_D_inst.rg_md_ddrx_inst.rg_current 8, IO_Port_D_inst.synchronizer_pinx_inst.d_sync_int 8, IO_Port_D_inst.synchronizer_pinx_inst.d_latch 8, IO_Port_D_inst.rg_md_portx_inst.rg_current 8
layout by cell type (no fill, tap or decap), types with 4 or more instances in the layout:
cell / Yosys / layout
sky130_fd_sc_hd__dlxtp_1: 8 / 8
sky130_fd_sc_hd__o21ai_0: 4 / 4
sky130_fd_sc_hd__a21oi_1: 14 / 14
sky130_fd_sc_hd__mux2_2: 21 / 21
sky130_fd_sc_hd__mux2i_1: 8 / 8
sky130_fd_sc_hd__a31oi_1: 8 / 8
sky130_fd_sc_hd__dfxtp_1: 8 / 8
sky130_fd_sc_hd__a22oi_1: 8 / 8
sky130_fd_sc_hd__clkbuf_8: 0 / 5
sky130_fd_sc_hd__nor2_1: 14 / 14
sky130_fd_sc_hd__dfrtp_1: 16 / 16
sky130_fd_sc_hd__clkdlybuf4s50_1: 0 / 109
sky130_fd_sc_hd__nand2_1: 10 / 10
sky130_fd_sc_hd__or3b_2: 8 / 8
how the worst max path moves through the flow:
stage | from | endpoint | slack [ns] | cells past startpoint
final | pinD_i[5] | IO_Port_D_inst.synchronizer_pinx_inst.d_latch[5]$_DLATCH_P_ | 0 | 1
after CTS | pinD_i[5] | IO_Port_D_inst.synchronizer_pinx_inst.d_latch[5]$_DLATCH_P_ | 0 | 1
after global routing | pinD_i[5] | IO_Port_D_inst.synchronizer_pinx_inst.d_latch[5]$_DLATCH_P_ | 0 | 1
area by class of cell:
cell class	count	area, um2	area share [%]
Multi-Input combinational cell	106	783	28.3
Clock buffer	5	68.8	2.49
Clock inverter	3	37.5	1.36
Sequential cell	32	681	24.6
Inverter	1	3.75	0.136
Timing Repair Buffer	111	1110	40.0
Tap cell	70	87.6	3.16
Power is estimated from default activity; no workload was simulated.
