File: flow/run.sh
#!/bin/bash
# OpenROAD 26Q1-2900-gdf79404cd8, Yosys 0.63+post, stock flow scripts
make -C /OpenROAD-flow-scripts/flow DESIGN_CONFIG=/design/flow/config.mk WORK_HOME=/design/flow/orfs finish
File: flow/config.mk
export PLATFORM = sky130hd
export DESIGN_NAME = Port_E
export DESIGN_NICKNAME = Port_E
export VERILOG_FILES = /design/flow/design.v
export SDC_FILE = /design/flow/constraint.sdc
export NUM_CORES = 4
export LEC_CHECK = 1
export CORE_AREA = 10 10 97 97
export DIE_AREA = 0 0 107 107
File: flow/constraint.sdc
current_design Port_E

set clk_period 2.3
set clk_io_pct 0.2

create_clock -name clk0 -period $clk_period [get_ports {cp2}]

set non_clock_inputs [all_inputs -no_clocks]
set_input_delay [expr $clk_period * $clk_io_pct] -clock clk0 $non_clock_inputs
set_output_delay [expr $clk_period * $clk_io_pct] -clock clk0 [all_outputs]
File: flow/design.v
`timescale 1 ns / 1 ns
module IO_Port (ireset,
				cp2,
				IO_Addr,
				dbus_in,
				dbus_out,
				iore,
				iowe,
				out_en,
				portx,
				ddrx,
				pinx);
	parameter [5:0] PINx_Address  = 6'h03;
	parameter [5:0] DDRx_Address  = 6'h04;				
	parameter [5:0] PORTx_Address = 6'h05;
	parameter       port_width    = 8;	
	input            ireset ;
	input            cp2 ;			
	input [5:0]      IO_Addr ;
	input            iore ;
	input            iowe ;		
	output reg       out_en;
	input [7:0]      dbus_in ;
	output reg [7:0] dbus_out ;						
	output [port_width-1:0]   portx;
	output [port_width-1:0]   ddrx;
	input [port_width-1:0]    pinx;
	wire[7:0] portx_reg;
	wire[7:0] ddrx_reg; 
	wire[7:0] pinx_reg;
	wire we_portx;
	wire we_ddrx;
	wire we_pinx;
	localparam LP_PORT_IMPL_MASK = (port_width == 1) ? 8'b00000001 : 
									(port_width == 2) ? 8'b00000011 :
									(port_width == 3) ? 8'b00000111 :
									(port_width == 4) ? 8'b00001111 :
									(port_width == 5) ? 8'b00011111 :
									(port_width == 6) ? 8'b00111111 :
									(port_width == 7) ? 8'b01111111 :
									(port_width == 8) ? 8'b11111111 : 8'b00000000;			  
	assign we_portx = iowe && (IO_Addr == PORTx_Address);
	assign we_ddrx  = iowe && (IO_Addr == DDRx_Address); 	
	assign we_pinx	= iowe && (IO_Addr == PINx_Address);		
	rg_md #(
		.p_width     (port_width),   
		.p_init_val  (8'b00000000),
		.p_impl_mask (LP_PORT_IMPL_MASK)
	)
	rg_md_portx_inst(
		.clk   (cp2),
		.nrst  (ireset),
		.wdata (dbus_in),  				     
		.wbe   (we_portx),
		.tog   (we_pinx),
		.rdata (portx_reg)										     
	);				
	rg_md #(
		.p_width     (port_width),   
		.p_init_val  (8'b00000000),
		.p_impl_mask (LP_PORT_IMPL_MASK)
	)
	rg_md_ddrx_inst(
		.clk   (cp2),
		.nrst  (ireset),
		.wdata (dbus_in),  				     
		.wbe   (we_ddrx),
		.tog   (1'b0),
		.rdata (ddrx_reg)										     
	);					
	assign ddrx[port_width-1:0]  =  ddrx_reg[port_width-1:0];
	assign portx[port_width-1:0] =  portx_reg[port_width-1:0];				
	synchronizer #(
		.p_width     (port_width)
	)
	synchronizer_pinx_inst(
		.clk   (cp2),
		.d_in  (pinx),
		.d_sync(pinx_reg[port_width-1:0])
	);							
	always @(*)
	begin: OutMuxComb
			case (IO_Addr)
				PORTx_Address :
					begin
						dbus_out <= portx_reg;
						out_en <= iore;
					end
				DDRx_Address :
					begin
						dbus_out <= ddrx_reg;
						out_en <= iore;
					end	
				PINx_Address :
					begin
						dbus_out <= pinx_reg;
						out_en <= iore;
					end	
				default :
					begin
						dbus_out <= {8{1'b0}};
						out_en <= 1'b0;
					end
			endcase
    end
endmodule
`timescale 1 ns / 1 ns
module rg_md (clk,
				nrst,
				wdata,
				wbe,
				rdata,
				tog);
	parameter              	p_width     = 8;  
    parameter[7:0] 			p_init_val  = {8{1'b0}};
	parameter[7:0] 			p_impl_mask = {8{1'b1}};
	input      		       		clk;
	input	            		nrst;
	input wire[7:0]    			wdata;					   
	input 					 	wbe;
	input                       tog;
	output wire[7:0]   	        rdata;					
	reg [7:0] 			rg_current;					  
	reg [7:0] 			rg_next;			
	integer i;			
	always@(posedge clk or negedge nrst)
	begin : main_alw_seq
		if(!nrst) begin
			rg_current <= p_init_val;
		end else begin
			rg_current <= rg_next;
		end  
	end	 
	always@(*) 
		for (i=0;i<8;i=i+1) begin
			if(p_impl_mask[i] == 1'b1) begin 
				rg_next[i] = rg_current[i];				 
				if((wbe==1'b1) || (tog==1'b1 && wdata[i]==1'b1)) begin
					if(tog==1'b1 && wdata[i]==1'b1)begin
						rg_next[i] = ~rg_next[i]; 		 
					end else begin
						rg_next[i] = wdata[i]; 			 
					end
				end
			end 
		end
	assign rdata = rg_current;
endmodule
`timescale 1 ns / 1 ns
module synchronizer (clk,
					d_sync,
					d_in);
	parameter   p_width   = 8;
	input 					clk;
	input [p_width-1:0]  d_in;
	output [p_width-1:0] d_sync;
	reg [p_width-1:0]	d_latch; 
	reg [p_width-1:0]	d_sync_int;
	always @( clk or d_in)
	begin:latch
		if(clk)begin
			d_latch <= d_in;
		end
	end
	always @(posedge clk)
	begin:flip_flop
		d_sync_int <= d_latch;
	end
	assign d_sync = d_sync_int;
endmodule
`timescale 1 ns / 1 ns
module Port_E 
	(
	input wire            	cp2,
	input wire            	ireset,
	input [5:0]      		IO_Addr ,
	input            		iore ,
	input            		iowe ,		
	output           		out_en ,
	input [7:0]      		dbus_in ,
	output wire [7:0] 		dbus_out ,
	input [3:0]    			pinE_i,
	output wire [3:0] 		DIE_o,
	output [3:0] 			pu_E,
	output [3:0] 			dd_E,
	output [3:0]   			pv_E,
	output [3:0]        	die_E,
	input                 	PUD	,
	input 					SLEEP,
	input					RSTDISBL,
	input					TWEN1,
	input					SPE1,
	input					MSTR,
	input                   SCK1_OUT,
	input                   SPI1_MT_OUT,
	input           		SCL1_OUT,
	input					SDA1_OUT,
	input [1:0]				ADCxD,  
	input [3:0]             PCINT,  
	input					PCIE3,
	input                   aco_oe,
	input                   acompout
	);
	wire[3:0] portE;
	wire[3:0] ddrE; 
	wire[3:0] PUOEE ;
	wire[3:0] PUOVE	;
	wire[3:0] DDOEE	;
	wire[3:0] DDOVE	;
	wire[3:0] PVOEE	;
	wire[3:0] PVOVE	;
	wire[3:0] DIEOEE;
	wire[3:0] DIEOVE;
	wire[3:0] DIE;
	wire[3:0] AIOE;
	assign PUOEE[3] = SPE1 && (!MSTR);
	assign PUOEE[2] = SPE1 && (!MSTR);
	assign PUOEE[1] = TWEN1 ;
	assign PUOEE[0] = TWEN1||aco_oe;
	assign PUOVE[3] = portE[3]&&(!PUD);
	assign PUOVE[2] = portE[2]&&(!PUD);
	assign PUOVE[1] = portE[1]&&(!PUD);
	assign PUOVE[0] = portE[0]&&(!PUD);
	assign DDOEE[3] = SPE1 && (!MSTR);
	assign DDOEE[2] = SPE1 && (!MSTR);
	assign DDOEE[1] = TWEN1 ;
	assign DDOEE[0] = TWEN1||aco_oe;
	assign DDOVE = 4'b0000;
	assign PVOEE[3] = SPE1 && MSTR;
	assign PVOEE[2] = 1'b0;
	assign PVOEE[1] = TWEN1;				 
	assign PVOEE[0] = TWEN1||aco_oe; 		 
	assign PVOVE[3] = SPI1_MT_OUT;
	assign PVOVE[2] = 1'b0;
	assign PVOVE[1] = SCL1_OUT ;				 
	assign PVOVE[0] = acompout||SDA1_OUT ;		 
	assign DIEOEE[3]= (PCINT[3]&&PCIE3)||ADCxD[1] ;
	assign DIEOEE[2]= (PCINT[2]&&PCIE3)||ADCxD[0] ;
	assign DIEOEE[1]= (PCINT[1]&&PCIE3) ;
	assign DIEOEE[0]= (PCINT[0]&&PCIE3) ;
	assign DIEOVE[3]= (PCINT[3]&&PCIE3);
	assign DIEOVE[2]= (PCINT[2]&&PCIE3);
	assign DIEOVE[1]= (PCINT[1]&&PCIE3);
	assign DIEOVE[0]= (PCINT[0]&&PCIE3);
	assign DIE  = pinE_i ;
	assign DIE_o= DIE;
	IO_Port #(
		.port_width    (4),
		.PINx_Address  (6'h0c),
		.DDRx_Address  (6'h0d),
		.PORTx_Address (6'h0e)
	) 
	IO_Port_E_inst(
		.cp2   		(cp2),
		.ireset  	(ireset),
		.IO_Addr 	(IO_Addr),
		.iore 		(iore),
		.iowe 		(iowe),		
		.out_en		(out_en),
		.dbus_in    (dbus_in),
		.dbus_out 	(dbus_out),
		.portx		(portE),
		.ddrx       (ddrE),
		.pinx       (pinE_i)
	);
	wire [3:0] pu_E_int;
	assign pu_E_int[3] = (PUOEE[3]) ? (PUOVE[3]) : (portE[3]&&(!ddrE[3])&&(!PUD)) ;
	assign pu_E_int[2] = (PUOEE[2]) ? (PUOVE[2]) : (portE[2]&&(!ddrE[2])&&(!PUD)) ;
	assign pu_E_int[1] = (PUOEE[1]) ? (PUOVE[1]) : (portE[1]&&(!ddrE[1])&&(!PUD)) ;
	assign pu_E_int[0] = (PUOEE[0]) ? (PUOVE[0]) : (portE[0]&&(!ddrE[0])&&(!PUD)) ;
	assign pu_E = ~pu_E_int;		 
	assign dd_E[3] = (DDOEE[3]) ? (DDOVE[3]) : ddrE[3] ;
	assign dd_E[2] = (DDOEE[2]) ? (DDOVE[2]) : ddrE[2] ;
	assign dd_E[1] = (DDOEE[1]) ? (DDOVE[1]) : ddrE[1] ;
	assign dd_E[0] = (DDOEE[0]) ? (DDOVE[0]) : ddrE[0] ;
	assign pv_E[3] = (dd_E[3] == 0) ? 1'bz :
						(PVOEE[3]) ? (PVOVE[3]) : portE[3] ;
	assign pv_E[2] = (dd_E[2] == 0) ? 1'bz :
						(PVOEE[2]) ? (PVOVE[2]) : portE[2] ;
	assign pv_E[1] = (dd_E[1] == 0) ? 1'bz :
						(PVOEE[1]) ? (PVOVE[1]) : portE[1] ;
	assign pv_E[0] = (dd_E[0] == 0) ? 1'bz :
						(PVOEE[0]) ? (PVOVE[0]) : portE[0] ;
	assign die_E[3] = (DIEOEE[3]) ? (!DIEOVE[3]) : SLEEP ;
	assign die_E[2] = (DIEOEE[2]) ? (!DIEOVE[2]) : SLEEP ;
	assign die_E[1] = (DIEOEE[1]) ? (!DIEOVE[1]) : SLEEP ;
	assign die_E[0] = (DIEOEE[0]) ? (!DIEOVE[0]) : SLEEP ;
endmodule 
==> run notes <==
run metrics: CTS sink cnt=16, Total GRT Usage=0.0482, CTS buffer count=3, Pleak=0.712 nW, worst-skew pair later-pin latency=240 ps, CP Capture Type=latch, Pins Over Slew Limit=0, synthesized area per cell=9.76 µm², die height=107 µm, synth cell count leaders=9 x buf_4, 8 x dfrtp_1, 8 x mux2i_1, 8 x nand2_1, 8 x nor2_1, GRT overflow=0, Layout area overhead=87.9%, HP Class=latch to flop, IO Port Bufs=between 50 and 60, initial antenna violation count=0, DRT Wirelength=3110 µm, flops out of synthesis=16, Unique cell types=24, Crit path largest cell delay=approximately 500 ps, Synth Warn #=19, outcome=finished clean, Synth Flop Type=dfrtp_1, die area=about 11000 µm², critical path fanouts, max=2, Vias=881, Yosys chip area=888 µm², fin cells=253, Clock Tree Root=clkbuf_8, Peak VDD IR=102 µV, CTS tree=built, Via density=~3.5, top cell type's share of synthesized area=0.225, most frequent cell after synthesis=buf_4, Hold WS=309 ps, Final Hold Viols=0, Post-Synthesis Cell Area=888 µm², row cnt=31, RSZ-0062 raised after global routing=no, DRT Pass-1 Iters=2, core area=between 7000 and 8000 µm², CP bufs+invs=1, crit path kind=input port to latch, antenna-violating nets left=0, layout cell share with drive strength beyond 1=0.188, Yosys Instances=91, Startpoint Class=input port, H-tree levels=1, setup ws final=0 ps, final setup vio count=0, Die W=approximately 110 µm, max-cap violations=0, skew final=0.142 ps, Floorplan Utilization=0.122, drt first-iter violations=15, WL/cell=12.3 µm, cells along the critical path=clkdlybuf4s50_1, largest cells by area after synthesis=dfrtp_1 23%, dfxtp_1 9.0%, mux2i_1 9.0%, Synth async-reset ratio=0.500, dpl hpwl=2700 µm, DRC errors left=0, Placement Setup Slack=-215 ps, vias in the first global route=918, Clk pin slew, worst setup/hold paths=60 ps, Data arrival, critical path=between 900 and 1000 ps, cell taking the most area after synthesis=dfrtp_1, EDFF count, synth=0, cell family with most CP delay=buffers and inverters, pin count of the biggest net entering global routing=10, CP max-delay cell=clkdlybuf4s50_1, Max clock buf depth=2, Gate Count Post-Synth=91, first-pass GRT wire length=4640 µm, gp weighted congestion=0.809, OpenROAD warnings=31, antenna cells=0, I/O Pins=about 70, Required @ worst endpoint=about 960 ps, number of instances in the placed design=248, PwrDens=445 nW/µm²
==> per-stage QoR <==
stage / cell area, µm² / power (mW) / TNS (ps) / utilization
floorplan: 900 / 0.403 / 0 / -
global placement: 1590 / 0.554 / -1230 / 0.218
detailed placement: 1590 / 0.557 / -1240 / 0.218
CTS: 1640 / 0.758 / 0 / 0.225
global route: 1670 / 0.794 / 0 / 0.229
finish: 1670 / 0.742 / 0 / 0.229
==> final cells by class <==
type	instances	area [µm²]
multi-input combinational	67	498
tap	99	124
clock buffer	3	41.3
timing repair buffer	68	666
sequential	16	340
fill	817	5620
==> report_power, final <==
group | internal [mW] | leakage [nW] | switching (mW)
clock | 0.116 | 0.0216 | 0.0832
sequential | 0.288 | 0.170 | 0.0277
combinational | 0.163 | 0.521 | 0.0656
==> placed cells by master (no fill, tap or decap), drive strengths merged <==
cell	n
nand4bb	1
a31oi	4
nand2b	1
mux2i	8
clkbuf	3
conb	4
mux2	6
and2b	1
o21ai	1
nand2	8
a21boi	2
nor3	1
nor2	8
dlymetal6s2s	4
dfxtp	4
a21oi	6
nor2b	2
a2bb2oi	4
and3	1
dfrtp	8
dlygate4sd2	8
buf	9
dlxtp	4
and2	4
or3b	4
and4bb	1
clkdlybuf4s50	46
clkdlybuf4s15	1
==> metal layers <==
metal	up-vias	wire length, µm	global-route usage	share of wire
met5	-	0	0	0
met4	0	28	0.00774	0.0090
met3	2	162	0.00788	0.052
met2	35	1500	0.0812	0.48
met1	406	1420	0.0645	0.46
li1	438	-	-	-
==> cell families (layout without fill, tap and decap cells) <==
| kind of cell | Yosys count | after routing | synth area share |
|---|---|---|---|
| simple gates | 32 | 32 | 0.235 |
| compound gates | 17 | 17 | 0.124 |
| mux | 14 | 14 | 0.166 |
| flops | 12 | 12 | 0.315 |
| buf+inv | 11 | 71 | 0.0873 |
| latches | 4 | 4 | 0.0676 |
| other cells | 1 | 4 | 0.00422 |
==> flip-flops by register name, indices dropped and copies added, names as in the netlist <==
register / cells
IO_Port_E_inst.rg_md_portx_inst.rg_current: 4
IO_Port_E_inst.rg_md_ddrx_inst.rg_current: 4
IO_Port_E_inst.synchronizer_pinx_inst.d_sync_int: 4
IO_Port_E_inst.synchronizer_pinx_inst.d_latch: 4
==> timing repair <==
item / 4_1_cts / 5_1_grt
pin swaps: 0 / 3
hold buffers: 0 / 0
resized: 12 / 8
buffers inserted: 1 / 1
endpoints found under the setup margin: 9 / 7
endpoints found under the hold margin: 0 / 0
==> path summary, 6_finish.rpt <==
kind                                                                   from                                                   to  slack, ps  depth (start not counted)
hold / removal             IO_Port_E_inst.synchronizer_pinx_inst.d_latch[0]  IO_Port_E_inst.synchronizer_pinx_inst.d_sync_int[0]        310                          0
hold reg to reg            IO_Port_E_inst.synchronizer_pinx_inst.d_latch[0]  IO_Port_E_inst.synchronizer_pinx_inst.d_sync_int[0]        310                          0
setup reg to reg           IO_Port_E_inst.synchronizer_pinx_inst.d_latch[0]  IO_Port_E_inst.synchronizer_pinx_inst.d_sync_int[0]       1200                          1
min in group asynchronous                                            ireset         IO_Port_E_inst.rg_md_ddrx_inst.rg_current[3]        510                          1
setup / recovery                                                  pinE_i[0]     IO_Port_E_inst.synchronizer_pinx_inst.d_latch[0]          0                          1
max in group asynchronous                                            ireset        IO_Port_E_inst.rg_md_portx_inst.rg_current[0]       1520                          1
Power and IR drop assume default switching activity.
