<file path="./config.mk">
export PLATFORM = sky130hd
export DESIGN_NAME = Port_C
export DESIGN_NICKNAME = Port_C
export VERILOG_FILES = /design/flow/design.v
export SDC_FILE = /design/flow/constraint.sdc
export NUM_CORES = 4
export LEC_CHECK = 1
export CORE_AREA = 10 10 96 96
export DIE_AREA = 0 0 106 106
</file>
<file path="./constraint.sdc">
current_design Port_C

set clk_period 3.9
set clk_io_pct 0.2

create_clock -name clk0 -period $clk_period [get_ports {cp2}]

set non_clock_inputs [all_inputs -no_clocks]
set_input_delay [expr $clk_period * $clk_io_pct] -clock clk0 $non_clock_inputs
set_output_delay [expr $clk_period * $clk_io_pct] -clock clk0 [all_outputs]
</file>
<file path="./run.sh">
#!/bin/bash
# OpenROAD 26Q1-2900-gdf79404cd8, Yosys 0.63+post, stock flow scripts
make -C /OpenROAD-flow-scripts/flow DESIGN_CONFIG=/design/flow/config.mk WORK_HOME=/design/flow/orfs finish
</file>
<file path="./design.v">
`timescale 1 ns / 1 ns
module IO_Port (ireset,
				cp2,
				IO_Addr,
				dbus_in,
				dbus_out,
				iore,
				iowe,
				out_en,
				portx,
				ddrx,
				pinx);
	parameter [5:0] PINx_Address  = 6'h03;
	parameter [5:0] DDRx_Address  = 6'h04;				
	parameter [5:0] PORTx_Address = 6'h05;
	parameter       port_width    = 8;	
	input            ireset ;
	input            cp2 ;			
	input [5:0]      IO_Addr ;
	input            iore ;
	input            iowe ;		
	output reg       out_en;
	input [7:0]      dbus_in ;
	output reg [7:0] dbus_out ;						
	output [port_width-1:0]   portx;
	output [port_width-1:0]   ddrx;
	input [port_width-1:0]    pinx;
	wire[7:0] portx_reg;
	wire[7:0] ddrx_reg; 
	wire[7:0] pinx_reg;
	wire we_portx;
	wire we_ddrx;
	wire we_pinx;
	localparam LP_PORT_IMPL_MASK = (port_width == 1) ? 8'b00000001 : 
									(port_width == 2) ? 8'b00000011 :
									(port_width == 3) ? 8'b00000111 :
									(port_width == 4) ? 8'b00001111 :
									(port_width == 5) ? 8'b00011111 :
									(port_width == 6) ? 8'b00111111 :
									(port_width == 7) ? 8'b01111111 :
									(port_width == 8) ? 8'b11111111 : 8'b00000000;			  
	assign we_portx = iowe && (IO_Addr == PORTx_Address);
	assign we_ddrx  = iowe && (IO_Addr == DDRx_Address); 	
	assign we_pinx	= iowe && (IO_Addr == PINx_Address);		
	rg_md #(
		.p_width     (port_width),   
		.p_init_val  (8'b00000000),
		.p_impl_mask (LP_PORT_IMPL_MASK)
	)
	rg_md_portx_inst(
		.clk   (cp2),
		.nrst  (ireset),
		.wdata (dbus_in),  				     
		.wbe   (we_portx),
		.tog   (we_pinx),
		.rdata (portx_reg)										     
	);				
	rg_md #(
		.p_width     (port_width),   
		.p_init_val  (8'b00000000),
		.p_impl_mask (LP_PORT_IMPL_MASK)
	)
	rg_md_ddrx_inst(
		.clk   (cp2),
		.nrst  (ireset),
		.wdata (dbus_in),  				     
		.wbe   (we_ddrx),
		.tog   (1'b0),
		.rdata (ddrx_reg)										     
	);					
	assign ddrx[port_width-1:0]  =  ddrx_reg[port_width-1:0];
	assign portx[port_width-1:0] =  portx_reg[port_width-1:0];				
	synchronizer #(
		.p_width     (port_width)
	)
	synchronizer_pinx_inst(
		.clk   (cp2),
		.d_in  (pinx),
		.d_sync(pinx_reg[port_width-1:0])
	);							
	always @(*)
	begin: OutMuxComb
			case (IO_Addr)
				PORTx_Address :
					begin
						dbus_out <= portx_reg;
						out_en <= iore;
					end
				DDRx_Address :
					begin
						dbus_out <= ddrx_reg;
						out_en <= iore;
					end	
				PINx_Address :
					begin
						dbus_out <= pinx_reg;
						out_en <= iore;
					end	
				default :
					begin
						dbus_out <= {8{1'b0}};
						out_en <= 1'b0;
					end
			endcase
    end
endmodule
`timescale 1 ns / 1 ns
module rg_md (clk,
				nrst,
				wdata,
				wbe,
				rdata,
				tog);
	parameter              	p_width     = 8;  
    parameter[7:0] 			p_init_val  = {8{1'b0}};
	parameter[7:0] 			p_impl_mask = {8{1'b1}};
	input      		       		clk;
	input	            		nrst;
	input wire[7:0]    			wdata;					   
	input 					 	wbe;
	input                       tog;
	output wire[7:0]   	        rdata;					
	reg [7:0] 			rg_current;					  
	reg [7:0] 			rg_next;			
	integer i;			
	always@(posedge clk or negedge nrst)
	begin : main_alw_seq
		if(!nrst) begin
			rg_current <= p_init_val;
		end else begin
			rg_current <= rg_next;
		end  
	end	 
	always@(*) 
		for (i=0;i<8;i=i+1) begin
			if(p_impl_mask[i] == 1'b1) begin 
				rg_next[i] = rg_current[i];				 
				if((wbe==1'b1) || (tog==1'b1 && wdata[i]==1'b1)) begin
					if(tog==1'b1 && wdata[i]==1'b1)begin
						rg_next[i] = ~rg_next[i]; 		 
					end else begin
						rg_next[i] = wdata[i]; 			 
					end
				end
			end 
		end
	assign rdata = rg_current;
endmodule
`timescale 1 ns / 1 ns
module synchronizer (clk,
					d_sync,
					d_in);
	parameter   p_width   = 8;
	input 					clk;
	input [p_width-1:0]  d_in;
	output [p_width-1:0] d_sync;
	reg [p_width-1:0]	d_latch; 
	reg [p_width-1:0]	d_sync_int;
	always @( clk or d_in)
	begin:latch
		if(clk)begin
			d_latch <= d_in;
		end
	end
	always @(posedge clk)
	begin:flip_flop
		d_sync_int <= d_latch;
	end
	assign d_sync = d_sync_int;
endmodule
`timescale 1 ns / 1 ns
module Port_C 
	(
	input wire            	cp2,
	input wire            	ireset,
	input [5:0]      		IO_Addr ,
	input            		iore ,
	input            		iowe ,		
	output           		out_en ,
	input [7:0]      		dbus_in ,
	output wire [7:0] 		dbus_out ,
	input [6:0]    			pinC_i,
	output wire [6:0] 		DIC_o,
	output [6:0] 			pu_C,
	output [6:0] 			dd_C,
	output [6:0]   			pv_C,
	output [6:0]        	die_C,
	input                 	PUD	,
	input 					SLEEP,
	input					RSTDISBL,
	input					TWEN0,
	input					SPE1,
	input					MSTR,
	input                   SCK1_OUT,
	input                   SPI1_SL_OUT,
	input           		SCL0_OUT,
	input					SDA0_OUT,
	input [5:0]				ADCxD,  
	input [6:0]             PCINT,  
	input					PCIE1
	);
	wire[6:0] portC;
	wire[6:0] ddrC; 
	wire[6:0] PUOEC ;
	wire[6:0] PUOVC	;
	wire[6:0] DDOEC	;
	wire[6:0] DDOVC	;
	wire[6:0] PVOEC	;
	wire[6:0] PVOVC	;
	wire[6:0] DIEOEC;
	wire[6:0] DIEOVC;
	wire[6:0] DIC;
	wire[6:0] AIOC;		 
    assign PUOEC[6]	= RSTDISBL ;
	assign PUOEC[5] = TWEN0;
	assign PUOEC[4] = TWEN0;
	assign PUOEC[3] = 1'b0;
	assign PUOEC[2] = 1'b0;
	assign PUOEC[1] = SPE1 && (!MSTR);
	assign PUOEC[0] = SPE1 && MSTR;
	assign PUOVC[6] = 1'b1;
	assign PUOVC[5] = portC[5]&&(!PUD); 
	assign PUOVC[4] = portC[4]&&(!PUD); 
	assign PUOVC[3] = 1'b0;
	assign PUOVC[2] = 1'b0;
	assign PUOVC[1] = portC[1]&&(!PUD);
	assign PUOVC[0] = portC[0]&&(!PUD);
	assign DDOEC[6] = RSTDISBL ;
	assign DDOEC[5] = TWEN0;
	assign DDOEC[4] = TWEN0;
	assign DDOEC[3] = 1'b0;
	assign DDOEC[2] = 1'b0;
	assign DDOEC[1] = SPE1 && (!MSTR);
	assign DDOEC[0] = SPE1 && MSTR;
	assign DDOVC[6] = 1'b0;
	assign DDOVC[5] = 1'b0;				 
	assign DDOVC[4] = 1'b0;				 
	assign DDOVC[3] = 1'b0;
	assign DDOVC[2] = 1'b0;
	assign DDOVC[1] = 1'b0;
	assign DDOVC[0] = 1'b0;
	assign PVOEC[6] = 1'b0;
	assign PVOEC[5] = TWEN0;
	assign PVOEC[4] = TWEN0;
	assign PVOEC[3] = 1'b0;
	assign PVOEC[2] = 1'b0;
	assign PVOEC[1] = SPE1 && MSTR;
	assign PVOEC[0] = SPE1 && (!MSTR);
	assign PVOVC[6] = 1'b0;
	assign PVOVC[5] = SCL0_OUT;			 
	assign PVOVC[4] = SDA0_OUT;			 
	assign PVOVC[3] = 1'b0;
	assign PVOVC[2] = 1'b0;
	assign PVOVC[1] = SCK1_OUT ;
	assign PVOVC[0] = SPI1_SL_OUT ;
	assign DIEOEC[6]= RSTDISBL||(PCINT[6]&&PCIE1) ;
	assign DIEOEC[5]= (PCINT[5]&&PCIE1)||ADCxD[5] ;
	assign DIEOEC[4]= (PCINT[4]&&PCIE1)||ADCxD[4] ;
	assign DIEOEC[3]= (PCINT[3]&&PCIE1)||ADCxD[3] ;
	assign DIEOEC[2]= (PCINT[2]&&PCIE1)||ADCxD[2] ;
	assign DIEOEC[1]= (PCINT[1]&&PCIE1)||ADCxD[1] ;
	assign DIEOEC[0]= (PCINT[0]&&PCIE1)||ADCxD[0] ;
	assign DIEOVC[6]= RSTDISBL ;
	assign DIEOVC[5]= (PCINT[5]&&PCIE1);
	assign DIEOVC[4]= (PCINT[4]&&PCIE1);
	assign DIEOVC[3]= (PCINT[3]&&PCIE1);
	assign DIEOVC[2]= (PCINT[2]&&PCIE1);
	assign DIEOVC[1]= (PCINT[1]&&PCIE1);
	assign DIEOVC[0]= (PCINT[0]&&PCIE1);
	assign DIC  = pinC_i ;
	assign DIC_o= DIC;
	IO_Port #(
		.port_width    (7),
		.PINx_Address  (6'h06),
		.DDRx_Address  (6'h07),
		.PORTx_Address (6'h08)
	) 
	IO_Port_C_inst(
		.cp2   		(cp2),
		.ireset  	(ireset),
		.IO_Addr 	(IO_Addr),
		.iore 		(iore),
		.iowe 		(iowe),		
		.out_en		(out_en),
		.dbus_in    (dbus_in),
		.dbus_out 	(dbus_out),
		.portx		(portC),
		.ddrx       (ddrC),
		.pinx       (pinC_i)
	);
	wire [6:0] pu_C_int ;
	assign pu_C_int[6] = (PUOEC[6]) ? (PUOVC[6]) : (portC[6]&&(!ddrC[6])&&(!PUD)) ;
	assign pu_C_int[5] = (PUOEC[5]) ? (PUOVC[5]) : (portC[5]&&(!ddrC[5])&&(!PUD)) ;
	assign pu_C_int[4] = (PUOEC[4]) ? (PUOVC[4]) : (portC[4]&&(!ddrC[4])&&(!PUD)) ;
	assign pu_C_int[3] = (PUOEC[3]) ? (PUOVC[3]) : (portC[3]&&(!ddrC[3])&&(!PUD)) ;
	assign pu_C_int[2] = (PUOEC[2]) ? (PUOVC[2]) : (portC[2]&&(!ddrC[2])&&(!PUD)) ;
	assign pu_C_int[1] = (PUOEC[1]) ? (PUOVC[1]) : (portC[1]&&(!ddrC[1])&&(!PUD)) ;
	assign pu_C_int[0] = (PUOEC[0]) ? (PUOVC[0]) : (portC[0]&&(!ddrC[0])&&(!PUD)) ;
	assign pu_C = ~pu_C_int;		 
	assign dd_C[6] = (DDOEC[6]) ? (DDOVC[6]) : ddrC[6] ;
	assign dd_C[5] = (DDOEC[5]) ? (DDOVC[5]) : ddrC[5] ;
	assign dd_C[4] = (DDOEC[4]) ? (DDOVC[4]) : ddrC[4] ;
	assign dd_C[3] = (DDOEC[3]) ? (DDOVC[3]) : ddrC[3] ;
	assign dd_C[2] = (DDOEC[2]) ? (DDOVC[2]) : ddrC[2] ;
	assign dd_C[1] = (DDOEC[1]) ? (DDOVC[1]) : ddrC[1] ;
	assign dd_C[0] = (DDOEC[0]) ? (DDOVC[0]) : ddrC[0] ;
	assign pv_C[6] = (dd_C[6] == 0) ? 1'bz :
						(PVOEC[6]) ? (PVOVC[6]) : portC[6] ;
	assign pv_C[5] = (dd_C[5] == 0) ? 1'bz :
						(PVOEC[5]) ? (PVOVC[5]) : portC[5] ;
	assign pv_C[4] = (dd_C[4] == 0) ? 1'bz :
						(PVOEC[4]) ? (PVOVC[4]) : portC[4] ;
	assign pv_C[3] = (dd_C[3] == 0) ? 1'bz :
						(PVOEC[3]) ? (PVOVC[3]) : portC[3] ;
	assign pv_C[2] = (dd_C[2] == 0) ? 1'bz :
						(PVOEC[2]) ? (PVOVC[2]) : portC[2] ;
	assign pv_C[1] = (dd_C[1] == 0) ? 1'bz :
						(PVOEC[1]) ? (PVOVC[1]) : portC[1] ;
	assign pv_C[0] = (dd_C[0] == 0) ? 1'bz :
						(PVOEC[0]) ? (PVOVC[0]) : portC[0] ;
	assign die_C[6] = (DIEOEC[6]) ? (!DIEOVC[6]) : SLEEP ;
	assign die_C[5] = (DIEOEC[5]) ? (!DIEOVC[5]) : SLEEP ;
	assign die_C[4] = (DIEOEC[4]) ? (!DIEOVC[4]) : SLEEP ;
	assign die_C[3] = (DIEOEC[3]) ? (!DIEOVC[3]) : SLEEP ;
	assign die_C[2] = (DIEOEC[2]) ? (!DIEOVC[2]) : SLEEP ;
	assign die_C[1] = (DIEOEC[1]) ? (!DIEOVC[1]) : SLEEP ;
	assign die_C[0] = (DIEOEC[0]) ? (!DIEOVC[0]) : SLEEP ;
endmodule 
</file>
==> results.txt <==
Physical implementation status

The run finished with clean final reports. The maximum ir drop on the vdd rail stands at 0.0001686 V. The floorplan step set the die height to 106 um. Of the total power, registers draw 0.435. Counting every sink on the clock net gives 28. The number of buffers inserted by port buffering stands at 90. The number of instances resized during post-cts repair stands at 0. After routing the design area is 0.002350 mm2. The worst setup path is launched from an input port. Summed over all layers, the routed wires come to 4.972 mm. Setup repair after global routing left no endpoint under its margin.

The final antenna diode tally reported by the flow is 0. For this design the total switching power over the nets is 174.7 uW. From left edge to right edge, the die measures 106 um. The number of antenna violations at the first check in global routing is 0. On the worst setup and hold paths after CTS, the clock-pin slew comes to 90 ps. The post-route worst setup slack stands at 0 ps. Per the final layout report, the fraction of cells sized above drive strength 1 comes to 0.1222. Yosys mapped the design onto 28 distinct sky130hd cell types. The final timing report lists a max-slew violation count of 0.

The number of register bits inferred by synthesis stands at 28. Looking at the clock tree report, the root buffer type is clkbuf_8. The skew report gives the latency at the later pin of the worst-skew pair as 270 ps.

The final timing report counts setup violations totalling 0. The count of final hold-check violations stands at 0. Per the CTS log, the buffer count on the longest clock path is 2.

In the floorplan report the effective utilization is 0.1875. The placed instances occupy a cell area of 0.002278 mm2. The depth of the worst hold-timing path stands at 0. The area of the core stands at 0.007214 mm2. The OpenROAD warning count stands at 26.

In this run the remaining antenna-violating nets after routing total 0. The synthesis-to-finish area growth stands at 73.73%. The cell-internal power stands at 582.3 uW. Per the GRT congestion report, total overflow comes to 0. Among cell families on the critical path, the largest total delay comes from buffers and inverters. Per the detail_route report, DRC violations left total 0. The STA report counts the stages on the worst setup path as 1. Per the CTS log, the maximum H-tree level is 1. The report lists the cells along the critical path as clkdlybuf4s50_1. The largest driver fanout on the critical path stands at 2. Summing internal, switching and leakage power gives 756.9 uW. The detailed-router iteration count before antenna repair stands at 5. The top cell types in the final layout, fill and taps aside, are 90 x clkdlybuf4s50_1, 14 x dfrtp_1, 14 x a21oi_1. Of the total power, the share spent switching nets is 0.2308. Along the critical path, the tally of buffer and inverter instances is 1. Once the clock tree was built, the setup fixing pass inserted 0 buffers. According to the I/O placement log, the pin count is 93. Per the summary, power density relative to cell area is 322.1 mW/mm2. Using the TritonRoute via totals, the vias-per-cell ratio works out to 4.334.

The number of buffers inserted by hold repair at cts stands at 0. The largest net degree at the start of global routing stands at 17. Summed over all failing endpoints, the final setup total negative slack is 0 ps. The proportion of power drawn by the clock network stands at 0.297. The tally of max-capacitance violations stands at 0.

The post-synthesis chip area from yosys stands at 0.001353 mm2. The area share of the largest cell type after synthesis stands at 0.2590. The power report attributes to the combinational group a share of 0.268. The CTS report gives the tree buffer count as 3. The final weighted congestion of routability-driven global placement stands at 0.9085. The area of the mapped netlist stands at 0.001353 mm2. Prior to clock tree synthesis, the placed netlist has a worst setup slack of 0 ps. Ranked by total cell area, the synthesized netlist is headed by dfrtp_1 26%, dfxtp_1 10%, mux2_2 9.2%. On the critical path, the stage with the largest delay is an instance of clkdlybuf4s50_1. The first global-routing pass estimated 7.762 mm of wire. The synthesized area per cell stands at 9.525 um2. The data required time at the worst endpoint stands at 1250 ps.

The via count of the first global-routing pass stands at 1410. The count of yosys warnings during synthesis stands at 13. The cell depth of the worst flop-to-flop path stands at 1. Per the synthesis report, the dominant area consumer among library cells is dfrtp_1. The half-perimeter wire length after detailed placement stands at 4.106 mm. The cell count after synthesis came out at 142. The script logs the mean routed wire length per placed instance as 15.54 um.

By instance count after routing, the leading logic cell type is clkdlybuf4s50_1. The report lists the number of standard-cell rows as 31. TritonCTS built the clock tree. In this run the full chip footprint comes out at 0.01124 mm2.

The worst hold margin stands at 312.1 ps. The slew check shows that the tightest pin keeps a relative margin of 0.5625. The routed layout has 1387 vias.

For the pin with the worst max-slew slack, the measured transition is 654.2 ps. For this run, the slowest stage of the critical path takes 470 ps. For this design the static power due to leakage is 0.0009540 uW. Total global-route track usage over all layers is 0.08502. The synth_stat.txt file lists the number of cells as 142. The violation tally recorded at the end of detailed-routing iteration 0 is 63. Checking hold timing, the worst path is listed with class latch2reg. The critical path is of the in2latch type.

The worst setup path is captured at a latch. The OpenROAD report gives the critical path a data arrival time of 1250 ps. The worst setup skew after layout stands at 0.6548 ps.
[final cells by class]
| type | count | area (um2) |
|---|---|---|
| Timing Repair Buffer | 92 | 915.9 |
| Clock inverter | 1 | 30.03 |
| Inverter | 9 | 33.78 |
| Clock buffer | 3 | 41.29 |
| Fill cell | 762 | 4865 |
| Sequential cell | 28 | 595.6 |
| Tap cell | 99 | 123.9 |
| Multi-Input combinational cell | 88 | 609.3 |
[metal layers]
layer / routed length (um) / up-vias / GRT usage
met1: 2072 / 655 / 0.1102
met5: 0 / - / 0
met3: 429 / 4 / 0.02936
met4: 57 / 0 / 0.01161
met2: 2412 / 60 / 0.1378
li1: - / 668 / -
[path summary, 6_finish.rpt]
check                                                            startpoint                                                   to  slack [ps]
setup / recovery                                                  pinC_i[6]     IO_Port_C_inst.synchronizer_pinx_inst.d_latch[6]           0
hold / removal             IO_Port_C_inst.synchronizer_pinx_inst.d_latch[2]  IO_Port_C_inst.synchronizer_pinx_inst.d_sync_int[2]         310
setup reg to reg           IO_Port_C_inst.synchronizer_pinx_inst.d_latch[4]  IO_Port_C_inst.synchronizer_pinx_inst.d_sync_int[4]        2540
hold reg to reg            IO_Port_C_inst.synchronizer_pinx_inst.d_latch[2]  IO_Port_C_inst.synchronizer_pinx_inst.d_sync_int[2]         310
max in group asynchronous                                            ireset        IO_Port_C_inst.rg_md_portx_inst.rg_current[2]        2580
min in group asynchronous                                            ireset        IO_Port_C_inst.rg_md_portx_inst.rg_current[5]         900
[synthesized netlist by cell type]
library cell  number
mux2_2            11
or4b_4             1
and2_1             2
inv_1              9
nor3_4             1
a222oi_1           7
a211oi_1           1
nand3b_1           1
o22ai_1            7
nor2b_1            3
nand2b_1           1
a21oi_1           14
nor2_1            10
a31oi_1            7
clkbuf_2           1
nand2_1            8
or3_1              2
dfxtp_1            7
dfrtp_1           14
clkbuf_1           3
dlxtp_1            7
nor3b_1            1
or3b_2             6
o22ai_2            1
or2_1              2
nand2_2            1
conb_1             1
buf_4             13
[logic make-up after synthesis]
kind of cell    Yosys count  synth area share
mux                      11           0.09158
buf+inv                  26            0.1091
compound gates           37            0.1832
simple gates             39            0.1730
flops                    21            0.3626
latches                   7           0.07771
other cells               1          0.002773
[sequential cells by signal, indices dropped and copies added (netlist names)]
name,count
IO_Port_C_inst.rg_md_ddrx_inst.rg_current,7
IO_Port_C_inst.synchronizer_pinx_inst.d_sync_int,7
IO_Port_C_inst.rg_md_portx_inst.rg_current,7
IO_Port_C_inst.synchronizer_pinx_inst.d_latch,7
[through the flow]
stage | cells | utilization
2_1_floorplan | 142 | -
3_3_place_gp | 316 | 0.3158
3_5_place_dp | 316 | 0.3158
4_1_cts | 320 | 0.3257
5_1_grt | 320 | 0.3257
6_report | 320 | 0.3257
[power by group through the flow]
stage	Sequential [uW]	Clock [uW]	Combinational, uW
5_1_grt	338	246	225
4_1_cts	331	234	207
6_report	329	225	203
Power figures rest on the tool's default switching activity, not on a simulated workload.
