[design.v]
`timescale 1 ns / 1 ns
module IO_Port (ireset,
				cp2,
				IO_Addr,
				dbus_in,
				dbus_out,
				iore,
				iowe,
				out_en,
				portx,
				ddrx,
				pinx);
	parameter [5:0] PINx_Address  = 6'h03;
	parameter [5:0] DDRx_Address  = 6'h04;				
	parameter [5:0] PORTx_Address = 6'h05;
	parameter       port_width    = 8;	
	input            ireset ;
	input            cp2 ;			
	input [5:0]      IO_Addr ;
	input            iore ;
	input            iowe ;		
	output reg       out_en;
	input [7:0]      dbus_in ;
	output reg [7:0] dbus_out ;						
	output [port_width-1:0]   portx;
	output [port_width-1:0]   ddrx;
	input [port_width-1:0]    pinx;
	wire[7:0] portx_reg;
	wire[7:0] ddrx_reg; 
	wire[7:0] pinx_reg;
	wire we_portx;
	wire we_ddrx;
	wire we_pinx;
	localparam LP_PORT_IMPL_MASK = (port_width == 1) ? 8'b00000001 : 
									(port_width == 2) ? 8'b00000011 :
									(port_width == 3) ? 8'b00000111 :
									(port_width == 4) ? 8'b00001111 :
									(port_width == 5) ? 8'b00011111 :
									(port_width == 6) ? 8'b00111111 :
									(port_width == 7) ? 8'b01111111 :
									(port_width == 8) ? 8'b11111111 : 8'b00000000;			  
	assign we_portx = iowe && (IO_Addr == PORTx_Address);
	assign we_ddrx  = iowe && (IO_Addr == DDRx_Address); 	
	assign we_pinx	= iowe && (IO_Addr == PINx_Address);		
	rg_md #(
		.p_width     (port_width),   
		.p_init_val  (8'b00000000),
		.p_impl_mask (LP_PORT_IMPL_MASK)
	)
	rg_md_portx_inst(
		.clk   (cp2),
		.nrst  (ireset),
		.wdata (dbus_in),  				     
		.wbe   (we_portx),
		.tog   (we_pinx),
		.rdata (portx_reg)										     
	);				
	rg_md #(
		.p_width     (port_width),   
		.p_init_val  (8'b00000000),
		.p_impl_mask (LP_PORT_IMPL_MASK)
	)
	rg_md_ddrx_inst(
		.clk   (cp2),
		.nrst  (ireset),
		.wdata (dbus_in),  				     
		.wbe   (we_ddrx),
		.tog   (1'b0),
		.rdata (ddrx_reg)										     
	);					
	assign ddrx[port_width-1:0]  =  ddrx_reg[port_width-1:0];
	assign portx[port_width-1:0] =  portx_reg[port_width-1:0];				
	synchronizer #(
		.p_width     (port_width)
	)
	synchronizer_pinx_inst(
		.clk   (cp2),
		.d_in  (pinx),
		.d_sync(pinx_reg[port_width-1:0])
	);							
	always @(*)
	begin: OutMuxComb
			case (IO_Addr)
				PORTx_Address :
					begin
						dbus_out <= portx_reg;
						out_en <= iore;
					end
				DDRx_Address :
					begin
						dbus_out <= ddrx_reg;
						out_en <= iore;
					end	
				PINx_Address :
					begin
						dbus_out <= pinx_reg;
						out_en <= iore;
					end	
				default :
					begin
						dbus_out <= {8{1'b0}};
						out_en <= 1'b0;
					end
			endcase
    end
endmodule
`timescale 1 ns / 1 ns
module Port_B 
	(
	input wire            	cp2,
	input wire            	ireset,
	input [5:0]      		IO_Addr ,
	input            		iore ,
	input            		iowe ,		
	output           		out_en ,
	input [7:0]      		dbus_in ,
	output wire [7:0] 		dbus_out ,
	input [7:0]    			pinB_i,
	output wire [7:0] 		DIB_o,
	output 					DDR_XCK1,
	output [7:0] 			pu_B,
	output [7:0] 			dd_B,
	output [7:0]   			pv_B,
	output [7:0]        	die_B,
	input                 	PUD	,
	input 					SLEEP,
	input					INTRC,
	input					EXTCK,
	input					AS2,
	input					SPE0,
	input					MSTR,
	input 					RXEN1,
	input 					TXEN1,
	input                   OC2A_EN,
	input           		OC1B_EN,
	input 					OC1A_EN,
	input                   SCK0_OUT,
	input                   XCK1_OUT,
	input                   SPI0_SL_OUT,
	input                   OC2A,
	input               	OC1B,
	input					OC1A,
	input                 	SPI0_MT_OUT,
	input                 	UMSEL,
	input					TXD1,
	input [7:0]             PCINT,  
	input					PCIE0
	);
    wire[7:0] portB;
	wire[7:0] ddrB; 
	wire[7:0] PUOEB ;
	wire[7:0] PUOVB	;
	wire[7:0] DDOEB	;
	wire[7:0] DDOVB	;
	wire[7:0] PVOEB	;
	wire[7:0] PVOVB	;
	wire[7:0] DIEOEB;
	wire[7:0] DIEOVB;
	wire[7:0] DIB;
	assign PUOEB[7] = ((!INTRC)&&(!EXTCK))||AS2  ;
    assign PUOEB[6]	= INTRC||AS2 ;
	assign PUOEB[5] = SPE0&&(!MSTR);
	assign PUOEB[4] = (SPE0&&MSTR)||RXEN1;
	assign PUOEB[3] = (SPE0&&(!MSTR))||TXEN1;
	assign PUOEB[2] = SPE0&&(!MSTR);
	assign PUOEB[1] = 1'b0;
	assign PUOEB[0] = 1'b0;
	assign PUOVB[7] = 1'b0;
	assign PUOVB[6] = 1'b0;
	assign PUOVB[5] = portB[5]&&(!PUD); 
	assign PUOVB[4] = portB[4]&&(!PUD); 
	assign PUOVB[3] = portB[3]&&(!PUD); 
	assign PUOVB[2] = portB[2]&&(!PUD); 
	assign PUOVB[1] = 1'b0;
	assign PUOVB[0] = 1'b0;
	assign DDOEB[7] = ((!INTRC)&&(!EXTCK))||AS2  ;
	assign DDOEB[6] = INTRC||AS2 ;
	assign DDOEB[5] = SPE0&&(!MSTR);
	assign DDOEB[4] = (SPE0&&MSTR)||RXEN1;
	assign DDOEB[3] = (SPE0&&(!MSTR))||TXEN1;
	assign DDOEB[2] = SPE0&&(!MSTR);
	assign DDOEB[1] = 1'b0;
	assign DDOEB[0] = 1'b0;
	assign DDOVB[7] = 1'b0;
	assign DDOVB[6] = 1'b0;
	assign DDOVB[5] = 1'b0;
	assign DDOVB[4] = 1'b0;
	assign DDOVB[3] = !SPE0||MSTR||TXEN1;
	assign DDOVB[2] = 1'b0;
	assign DDOVB[1] = 1'b0;
	assign DDOVB[0] = 1'b0;
	assign PVOEB[7] = 1'b0;
	assign PVOEB[6] = 1'b0;
	assign PVOEB[5] = (SPE0&&MSTR)||UMSEL;
	assign PVOEB[4] = SPE0&&(!MSTR);
	assign PVOEB[3] = (SPE0&&MSTR)||OC2A_EN;
	assign PVOEB[2] = OC1B_EN;
	assign PVOEB[1] = OC1A_EN;
	assign PVOEB[0] = 1'b0;
	assign PVOVB[7] = 1'b0;
	assign PVOVB[6] = 1'b0;
	assign PVOVB[5] = SCK0_OUT||XCK1_OUT;
	assign PVOVB[4] = SPI0_SL_OUT;
	assign PVOVB[3] = SPI0_MT_OUT||OC2A||TXD1;
	assign PVOVB[2] = OC1B;
	assign PVOVB[1] = OC1A;
	assign PVOVB[0] = 1'b0;
	assign DIEOEB[7]= ((!INTRC)&&(!EXTCK))||AS2||(PCINT[7]&&PCIE0) ;
	assign DIEOEB[6]= (!INTRC)||AS2||(PCINT[6]&&PCIE0) ;
	assign DIEOEB[5]= (PCINT[5]&&PCIE0) ;
	assign DIEOEB[4]= (PCINT[4]&&PCIE0) ;
	assign DIEOEB[3]= (PCINT[3]&&PCIE0) ;
	assign DIEOEB[2]= (PCINT[2]&&PCIE0) ;
	assign DIEOEB[1]= (PCINT[1]&&PCIE0) ;
	assign DIEOEB[0]= (PCINT[0]&&PCIE0) ;
	assign DIEOVB[7]= (INTRC||EXTCK)&&(!AS2) ;
	assign DIEOVB[6]= INTRC&&(!AS2) ;
	assign DIEOVB[5]= 1'b1;
	assign DIEOVB[4]= 1'b1;
	assign DIEOVB[3]= 1'b1;
	assign DIEOVB[2]= 1'b1;
	assign DIEOVB[1]= 1'b1;
	assign DIEOVB[0]= 1'b1;
	assign DIB  = pinB_i ;
	assign DIB_o= DIB;
	assign DDR_XCK1 = ddrB[5] ;
	IO_Port #(
		.port_width    (8),
		.PINx_Address  (6'h03),
		.DDRx_Address  (6'h04),
		.PORTx_Address (6'h05)
	) 
	IO_Port_B_inst(
		.cp2   		(cp2),
		.ireset  	(ireset),
		.IO_Addr 	(IO_Addr),
		.iore 		(iore),
		.iowe 		(iowe),		
		.out_en		(out_en),
		.dbus_in    (dbus_in),
		.dbus_out 	(dbus_out),
		.portx		(portB),
		.ddrx       (ddrB),
		.pinx       (pinB_i)
	);
	wire [7:0] pu_B_int;
	assign pu_B_int[7] = (PUOEB[7]) ? (PUOVB[7]) : (portB[7]&&(!ddrB[7])&&(!PUD)) ;
	assign pu_B_int[6] = (PUOEB[6]) ? (PUOVB[6]) : (portB[6]&&(!ddrB[6])&&(!PUD)) ;
	assign pu_B_int[5] = (PUOEB[5]) ? (PUOVB[5]) : (portB[5]&&(!ddrB[5])&&(!PUD)) ;
	assign pu_B_int[4] = (PUOEB[4]) ? (PUOVB[4]) : (portB[4]&&(!ddrB[4])&&(!PUD)) ;
	assign pu_B_int[3] = (PUOEB[3]) ? (PUOVB[3]) : (portB[3]&&(!ddrB[3])&&(!PUD)) ;
	assign pu_B_int[2] = (PUOEB[2]) ? (PUOVB[2]) : (portB[2]&&(!ddrB[2])&&(!PUD)) ;
	assign pu_B_int[1] = (PUOEB[1]) ? (PUOVB[1]) : (portB[1]&&(!ddrB[1])&&(!PUD)) ;
	assign pu_B_int[0] = (PUOEB[0]) ? (PUOVB[0]) : (portB[0]&&(!ddrB[0])&&(!PUD)) ;
	assign pu_B = ~pu_B_int;		 
	assign dd_B[7] = (DDOEB[7]) ? (DDOVB[7]) : ddrB[7] ;
	assign dd_B[6] = (DDOEB[6]) ? (DDOVB[6]) : ddrB[6] ;
	assign dd_B[5] = (DDOEB[5]) ? (DDOVB[5]) : ddrB[5] ;
	assign dd_B[4] = (DDOEB[4]) ? (DDOVB[4]) : ddrB[4] ;
	assign dd_B[3] = (DDOEB[3]) ? (DDOVB[3]) : ddrB[3] ;
	assign dd_B[2] = (DDOEB[2]) ? (DDOVB[2]) : ddrB[2] ;
	assign dd_B[1] = (DDOEB[1]) ? (DDOVB[1]) : ddrB[1] ;
	assign dd_B[0] = (DDOEB[0]) ? (DDOVB[0]) : ddrB[0] ;
	assign pv_B[7] = (dd_B[7] == 0) ? 1'bz :
						(PVOEB[7]) ? (PVOVB[7]) : portB[7] ;
	assign pv_B[6] = (dd_B[6] == 0) ? 1'bz :
						(PVOEB[6]) ? (PVOVB[6]) : portB[6] ;
	assign pv_B[5] = (dd_B[5] == 0) ? 1'bz :
						(PVOEB[5]) ? (PVOVB[5]) : portB[5] ;
	assign pv_B[4] = (dd_B[4] == 0) ? 1'bz :
						(PVOEB[4]) ? (PVOVB[4]) : portB[4] ;
	assign pv_B[3] = (dd_B[3] == 0) ? 1'bz :
						(PVOEB[3]) ? (PVOVB[3]) : portB[3] ;
	assign pv_B[2] = (dd_B[2] == 0) ? 1'bz :
						(PVOEB[2]) ? (PVOVB[2]) : portB[2] ;
	assign pv_B[1] = (dd_B[1] == 0) ? 1'bz :
						(PVOEB[1]) ? (PVOVB[1]) : portB[1] ;
	assign pv_B[0] = (dd_B[0] == 0) ? 1'bz :
						(PVOEB[0]) ? (PVOVB[0]) : portB[0] ;
	assign die_B[7] = (DIEOEB[7]) ? (!DIEOVB[7]) : SLEEP ;
	assign die_B[6] = (DIEOEB[6]) ? (!DIEOVB[6]) : SLEEP ;
	assign die_B[5] = (DIEOEB[5]) ? (!DIEOVB[5]) : SLEEP ;
	assign die_B[4] = (DIEOEB[4]) ? (!DIEOVB[4]) : SLEEP ;
	assign die_B[3] = (DIEOEB[3]) ? (!DIEOVB[3]) : SLEEP ;
	assign die_B[2] = (DIEOEB[2]) ? (!DIEOVB[2]) : SLEEP ;
	assign die_B[1] = (DIEOEB[1]) ? (!DIEOVB[1]) : SLEEP ;
	assign die_B[0] = (DIEOEB[0]) ? (!DIEOVB[0]) : SLEEP ;
endmodule 
`timescale 1 ns / 1 ns
module rg_md (clk,
				nrst,
				wdata,
				wbe,
				rdata,
				tog);
	parameter              	p_width     = 8;  
    parameter[7:0] 			p_init_val  = {8{1'b0}};
	parameter[7:0] 			p_impl_mask = {8{1'b1}};
	input      		       		clk;
	input	            		nrst;
	input wire[7:0]    			wdata;					   
	input 					 	wbe;
	input                       tog;
	output wire[7:0]   	        rdata;					
	reg [7:0] 			rg_current;					  
	reg [7:0] 			rg_next;			
	integer i;			
	always@(posedge clk or negedge nrst)
	begin : main_alw_seq
		if(!nrst) begin
			rg_current <= p_init_val;
		end else begin
			rg_current <= rg_next;
		end  
	end	 
	always@(*) 
		for (i=0;i<8;i=i+1) begin
			if(p_impl_mask[i] == 1'b1) begin 
				rg_next[i] = rg_current[i];				 
				if((wbe==1'b1) || (tog==1'b1 && wdata[i]==1'b1)) begin
					if(tog==1'b1 && wdata[i]==1'b1)begin
						rg_next[i] = ~rg_next[i]; 		 
					end else begin
						rg_next[i] = wdata[i]; 			 
					end
				end
			end 
		end
	assign rdata = rg_current;
endmodule
`timescale 1 ns / 1 ns
module synchronizer (clk,
					d_sync,
					d_in);
	parameter   p_width   = 8;
	input 					clk;
	input [p_width-1:0]  d_in;
	output [p_width-1:0] d_sync;
	reg [p_width-1:0]	d_latch; 
	reg [p_width-1:0]	d_sync_int;
	always @( clk or d_in)
	begin:latch
		if(clk)begin
			d_latch <= d_in;
		end
	end
	always @(posedge clk)
	begin:flip_flop
		d_sync_int <= d_latch;
	end
	assign d_sync = d_sync_int;
endmodule
[run.sh]
#!/bin/bash
# OpenROAD 26Q1-2900-gdf79404cd8, Yosys 0.63+post, stock flow scripts
make -C /OpenROAD-flow-scripts/flow DESIGN_CONFIG=/design/flow/config.mk WORK_HOME=/design/flow/orfs finish
[config.mk]
export PLATFORM = sky130hd
export DESIGN_NAME = Port_B
export DESIGN_NICKNAME = Port_B
export VERILOG_FILES = /design/flow/design.v
export SDC_FILE = /design/flow/constraint.sdc
export NUM_CORES = 4
export LEC_CHECK = 1
export CORE_AREA = 10 10 102 102
export DIE_AREA = 0 0 112 112
[constraint.sdc]
current_design Port_B

set clk_period 1.8
set clk_io_pct 0.2

create_clock -name clk0 -period $clk_period [get_ports {cp2}]

set non_clock_inputs [all_inputs -no_clocks]
set_input_delay [expr $clk_period * $clk_io_pct] -clock clk0 $non_clock_inputs
set_output_delay [expr $clk_period * $clk_io_pct] -clock clk0 [all_outputs]
==> CHANGELOG.md <==
### Changed

* Status: finished with violations
* Failing checks: negative setup slack
* Boundary Pins at 106
* Final routed DRC violation total at 0
* First-pass GRT wire length at 11800 um
* CP Data Arrival Time at 1.59 ns
* Clk latency of the worst-skew pair at 0.28 ns
* Max incr delay on CP at 0.57 ns
* Yosys top cell by instances: dfrtp_1
* VDD IR-drop max at 0.405 mV
* Core ar. at 8220 um^2
* # port buffers at 105
* Final setup fails at 8
* Number of enable flip-flop cells at 0
* Sw frac at 26.9%
* Top cells by count, synth: dfrtp_1, o221ai_1, a21oi_1, buf_4, inv_1
* Simple share at 24.1%
* Share of post-route cells with drive strength above 1 at 33.9%
* XOR Share, Synth at 0%
* Tightest Pin Transition at 0.324 ns
* Mapped Cells at 199
* Reg power frac at 41.9%
* Final Max-Slew Violation Tally at 0
* Die Width at 112 um
* Antenna violations before repair at 0
* Fin worst setup slack at -0.153 ns
* CP cell instances: buf_8 > or4b_4 > buf_12 > nor3_4 > a221o_1 > buf_2
* Finished Core Util at 42.3%
* DRT Pass-1 Iters at 4
* CTS tree: yes
* Area Overhead vs Synth at 92.2%
* TritonCTS buffer count at 5
* Grt ovf at 0
* Synth unique cells at 32
* Root Buffer Master: clkbuf_8
* Worst R2R Path Depth at 4
* DRT iter0 DRCs at 160
* Routability Congestion at 0.844
* Switching power at 0.000467 W
* MUX share of area at 5.61%
* Max_slew headroom at 78.4%
* CTS Buffer Depth at 2
* Dominant combinational family: simple AND/OR/NAND/NOR gates
* Die H at 112 um
* Yosys chip area at 1810 um^2
* H-tree levels at 2
* Adder Share, Synth at 0%
* Tot GR Track Use at 11.5%
* Tool warnings at 27
* Power Density at 500 nW/um^2
* Detailed-route via count at 2152
* Antenna-violating nets left at 0
* Hold Vio Cnt, Final at 0
* Required time of the critical path at 1.44 ns
* Leakage at 1.53 nW
* Clock transition at path regs at 0.07 ns
* Yosys top cell by area: dfrtp_1
* Critical Path Fanout Max at 6
* DP HPWL at 5690 um
* Cell Rows at 33
* Slowest CP cell: or4b_4
* MaxCap Viol Count at 0
* FMAX at 512 MHz
* Hold Buf Count CTS at 0
* Yosys stat cell total at 199
* Dpl ws at -0.861 ns
* Vias per cell at 4.78
* Largest cells by area: dfrtp_1, dfxtp_1, o221ai_1
* Syn. warnings at 11
* Most common reg cell: dfrtp_1
* And-or/or-and share of the synthesized area at 22.1%
* Worst Setup Start Kind: primary input
* Final period utilization at 109%
* Initial core utilization at 22.0%
* Int Pwr at 0.00127 W
* FFs w/ async S/R, synth at 50.0%
* Min Clock Period, post-route at 1.95 ns
* Crit Path Category: in2out
* Drt total wl at 7650 um
* CTS sink cnt at 32
* Hold path depth at 0
* Min-delay worst type: latch2reg
* Die Area at 12500 um^2
* Clk pwr share at 30.8%
* Post-DR wirelength/cell at 17.0 um
* Synth Register Bits at 32
* Avg Inst Size Synth at 9.09 um^2
* Via count of the first global-routing pass at 2101
* Mapped Area at 1810 um^2
* Combinational share of power at 27.3%
* Reg2Reg Setup Slack at 0.83 ns
* Diodes inserted at 0
* Crit path capture type: output port
* Pin count of the biggest net entering global routing at 17
* Clock Skews at 0.00570 ns
* RSZ-0062 raised after global routing: yes
* Post-synth top area share at 22.1%
-- worst paths after layout --
kind	startpoint	end
worst max-delay path	IO_Addr[3]	dbus_out[3]
worst min-delay path	IO_Port_B_inst.synchronizer_pinx_inst.d_latch[5]	IO_Port_B_inst.synchronizer_pinx_inst.d_sync_int[5]
worst max register to register	IO_Port_B_inst.rg_md_portx_inst.rg_current[7]	IO_Port_B_inst.rg_md_portx_inst.rg_current[7]
worst min register to register	IO_Port_B_inst.synchronizer_pinx_inst.d_latch[5]	IO_Port_B_inst.synchronizer_pinx_inst.d_sync_int[5]
max in group asynchronous	ireset	IO_Port_B_inst.rg_md_portx_inst.rg_current[3]
min in group asynchronous	ireset	IO_Port_B_inst.rg_md_ddrx_inst.rg_current[5]
-- per-layer routing --
layer,wire length [um],global-route usage (%)
met5,0,0
met4,33,0.677
met1,3500,16.2
met3,933,5.37
met2,3180,16.3
-- cells by family (layout without fill, tap and decap cells) --
family,count (synthesis),after routing
DFF,24,24
and+or+nand+nor,68,68
latches,8,8
muxes,9,9
buffers and inverters,35,181
AOI/OAI and AO/OA,55,55
-- worst max-delay path: cells and delay by family --
family | cells | cell delay [ns]
AOI/OAI and AO/OA | 1 | 0.14
buffers and inverters | 3 | 0.36
and+or+nand+nor | 2 | 0.72
-- per-stage QoR --
stage | power, W | instances | hold WS [ns] | area, um^2 | setup TNS, ns
floorplan | 0.000866 | 199 | 0.0644 | 1810 | 0
global placement | 0.00117 | 424 | 0.299 | 3130 | -19.84
detailed placement | 0.00118 | 424 | 0.301 | 3130 | -20.34
CTS | 0.00174 | 449 | 0.310 | 3420 | -1.21
global route | 0.00184 | 450 | 0.307 | 3480 | -1.14
finish | 0.00174 | 450 | 0.303 | 3480 | -0.812
-- power groups by stage --
stage | Clock (W) | Sequential [W] | Combinational (W)
6_report | 0.000535 | 0.000727 | 0.000475
5_1_grt | 0.000592 | 0.000731 | 0.000518
4_1_cts | 0.000552 | 0.000727 | 0.000465
-- state kept, by name, indices dropped and copies added, names as in the netlist --
signal and flops:
IO_Port_B_inst.rg_md_ddrx_inst.rg_current 8, IO_Port_B_inst.rg_md_portx_inst.rg_current 8, IO_Port_B_inst.synchronizer_pinx_inst.d_sync_int 8, IO_Port_B_inst.synchronizer_pinx_inst.d_latch 8
-- what timing repair did --
action | CTS | global route
resized | 123 | 25
pin swaps | 18 | 9
setup endpoints to repair | 44 | 21
buffers inserted | 16 | 2
cloned | 1 | 0
-- area by class of cell --
type	instances	area [um^2]
clock buffers	6	72.6
clock inverters	2	12.5
fillers	806	4740
inverters	11	41.3
multi-input cells	132	1080
flip-flops and latches	32	681
well taps	105	131
repair buffers	162	1460
-- cells in the final DEF, fill, tap and decap left out, drive strengths merged, types with 2 or more instances in the layout --
master | Yosys | routed
clkdlybuf4s15 | 0 | 2
o21ai | 3 | 3
nor3 | 11 | 11
dlygate4sd2 | 0 | 22
or3 | 6 | 6
inv | 11 | 11
and2 | 4 | 4
nand2b | 5 | 5
a21oi | 13 | 13
mux2 | 9 | 9
nand3b | 10 | 10
dlxtp | 8 | 8
dfxtp | 8 | 8
a31oi | 8 | 8
o211ai | 2 | 2
a221o | 8 | 8
a21boi | 6 | 6
dfrtp | 16 | 16
clkbuf | 6 | 8
or4b | 2 | 2
nand3 | 2 | 2
buf | 18 | 72
dlymetal6s2s | 0 | 4
nand2 | 9 | 9
nand4b | 8 | 8
nor2 | 8 | 8
clkdlybuf4s50 | 0 | 60
o221ai | 14 | 14
Power figures rest on the tool's default switching activity, not on a simulated workload.
